## /design/flow/run.sh

```bash
#!/bin/bash
# OpenROAD 26Q1-2900-gdf79404cd8, Yosys 0.63+post, stock flow scripts
make -C /OpenROAD-flow-scripts/flow DESIGN_CONFIG=/design/flow/config.mk WORK_HOME=/design/flow/orfs finish
```

## /design/flow/config.mk

```make
export PLATFORM = sky130hd
export DESIGN_NAME = EMIF_top
export DESIGN_NICKNAME = EMIF_top
export VERILOG_FILES = /design/flow/design.v
export SDC_FILE = /design/flow/constraint.sdc
export NUM_CORES = 4
export LEC_CHECK = 1
export CORE_UTILIZATION = 30
export SYNTH_HDL_FRONTEND = slang
```

## /design/flow/constraint.sdc

```tcl
current_design EMIF_top

set clk_period 27.5
set clk_io_pct 0.2

create_clock -name clk0 -period $clk_period [get_ports {inclk0}]

set non_clock_inputs [all_inputs -no_clocks]
set_input_delay [expr $clk_period * $clk_io_pct] -clock clk0 $non_clock_inputs
set_output_delay [expr $clk_period * $clk_io_pct] -clock clk0 [all_outputs]
```

## /design/flow/design.v

```verilog
module PLL1 (
	input areset,
	input inclk0,
	output c0,
	output locked);
reg r_c0;
initial r_c0 = 0;
always @(posedge inclk0) begin
end
assign c0 = inclk0;
endmodule
module speed (
    input clk,
    input [15:0] sq,
    input dir,
    output A, 
    output B,
	 input rst
);
reg r_A;
reg r_B;
reg [25:0] sq_cnt = 0;
reg [25:0] sq_half = 0;
reg [25:0] sq_here = 0;
always @(posedge clk) begin
	 if(rst == 1) begin
	 r_A <= 0;
	 r_B <= 0;
	 sq_cnt <= 0;
	 sq_half <= 0;
	 end else begin
		 if(sq_cnt < sq_here) begin
			  sq_cnt <= sq_cnt + 1;
			  if(sq_cnt == sq_half) begin
				r_A <= !r_A;
			  end
		 end else begin
			  sq_cnt <= 0;
			  r_B <= !r_B;
		 end
		 sq_here <= {sq,{10{1'b0}}};
		 sq_half <= sq_here >> 1;
	 end
end
assign A = r_A;
assign B = r_B;
endmodule
module EMIF_top (
    input inclk0,            
    input EMIF_nCS3,         
    input EMIF_nCS4,
    input EMIF_nWE,          
    input EMIF_nOE,          
    input [1:0]  EMIF_nDQM,  
    input [21:0] EMIF_A,     
    input [1:0]  EMIF_BA,    
    inout [15:0] EMIF_D,     
    output EMIF_nWAIT,        
    output HET2_2,
    output HET2_4,
    output HET2_8,
    output HET2_10
);
parameter kdiv_clk =  250000;
reg[$clog2(kdiv_clk)-1:0] div_cnt;
parameter kRAM_length = 128;
parameter kRAM_bits = $clog2(kRAM_length) - 1;
reg [15:0] ram [kRAM_length];
reg [23:0]realAddress;
reg [kRAM_bits:0] maskAddress_8;
reg [23:0] maskAddress;
reg [15:0] r_EMIF_D; 
reg r_HET2_2=0;
reg r_HET2_4=1;
reg r_HET2_8;
reg r_HET2_10=1;
reg speed_dir1 = 0;
reg areset = 0;
reg c0;
reg locked = 0;
reg [15:0] ram_copy;
reg [15:0] ram_3_copy;
reg [15:0] ram_123_copy;
initial begin
    ram[0] = 0;
end
wire nic1;
wire nic2;
reg rst = 0;
integer i;
speed speed_mod(.clk(inclk0),
                .sq(ram[60]),
                .dir(speed_dir1),
                .A(HET2_2),
                .B(HET2_4),
					 .rst(rst));
PLL1 pll (
				.areset(areset),
				.inclk0(inclk0),
				.c0(c0),
				.locked(locked));
always @(posedge c0) begin
    if(EMIF_nCS3 == 0)begin
        maskAddress   <= {{(kRAM_bits + 1){1'b0}}, EMIF_A[kRAM_bits - 1 : 0], EMIF_BA[1]};
        maskAddress_8 <= {EMIF_A[kRAM_bits - 1 : 0], EMIF_BA[1]};
        realAddress   <= {EMIF_BA[0], EMIF_A, EMIF_BA[1]};
        if(maskAddress == realAddress)begin
            if(EMIF_nOE == 0) begin  
                r_EMIF_D <= ram[maskAddress_8];
            end else if(EMIF_nWE == 0) begin      
                ram[maskAddress_8] <= EMIF_D;
            end else begin
                r_EMIF_D <= 16'bZ;
            end 
        end else begin
            r_EMIF_D <= 16'bZ;
        end
	ram[0] <= ram_copy;
	ram[4] <= ram_3_copy;
	ram[70]<= ram[60];
    end else begin  
        r_EMIF_D <= 16'bZ;  
    end
end
always @(posedge inclk0) begin
    if(div_cnt < kdiv_clk)begin
        div_cnt <= div_cnt + 1;
    end else begin
        div_cnt <= 0;
	ram_copy <= ram_copy + 1;
    end
end
always @(posedge c0) begin
end
assign EMIF_D  = r_EMIF_D;
assign HET2_8 = r_HET2_8;
assign HET2_10 = r_HET2_10;
endmodule
```

==> run notes <==
This memo summarizes the results of the implementation run.

Floorplan
The I/O pin count is 52. The number of rows in the core area is 193. The starting utilization of the core area is 30.2%. The y dimension of the die is 530 um.

According to the floorplan report, the die width is 530 um.

Clock network
After clock tree synthesis, the flow added hold-fix buffers numbering 0. The maximum number of buffers from clock root to sink is 3. Looking at the clock tree report, the H-tree level count equals 4. The total number of clock tree sinks is 2189. Per the CTS log, the root buffer master is sky130_fd_sc_hd__clkbuf_16.

The setup fix buffers added after clock tree synthesis is 0. The CTS buffer count is 208. In this run, post-CTS repair resized a total of 0 instances.

Synthesis
The number of cell instances after yosys synthesis is 4125. The main area contributors are sky130_fd_sc_hd__edfxtp_1 (76%), sky130_fd_sc_hd__mux4_2 (10%), sky130_fd_sc_hd__mux2i_1 (3.1%), sky130_fd_sc_hd__dfxtp_1 (2.0%), sky130_fd_sc_hd__o22ai_1 (0.96%). The area fraction of the dominant cell type after synthesis is 75.7%. The gate count after technology mapping is 4125.

The distinct cell type count of the synthesized netlist is 47. The post-synthesis sequential area ratio is 77.6%. In the synthesized netlist the dominant register cell turns out to be sky130_fd_sc_hd__edfxtp_1. Yosys printed 18 warnings. The cell accounting for the most synthesized area is sky130_fd_sc_hd__edfxtp_1. Synthesis inferred 2189 register bits. The synthesized area is 83600 um^2. The most common cell in the synthesized netlist is sky130_fd_sc_hd__edfxtp_1.

The number of enable flip-flop cells is 2106. The commonest cells after synthesis are sky130_fd_sc_hd__edfxtp_1 (2106), sky130_fd_sc_hd__mux4_2 (384), sky130_fd_sc_hd__mux2i_1 (256). The Yosys chip area is 83600 um^2. Yosys reported that registers with async set or reset make up 0%. In this run the mean area of a mapped cell was 20.3 um^2.

Placement
In the placement report, post-DP HPWL is listed as 118000 um. The placement-stage worst setup slack is 18.56 ns. Buffers placed on the I/O ports in this run total 29. The global placement routability congestion is 0.860.

Outcome
The tool reported: "[error] [KeplerFormal.cpp:679] Workflow failed: Iso has multiple drivers: .EMIF_D13, EMIF_D[13]$_DFFE_PP_.Q0". The last stage reached is 4_1_cts. The run stopped with a tool error.
[stage by stage]
stage	power [mW]	std cells	instance area, um^2	util [%]	hold WS [ns]
2_1_floorplan	4.28	4126	83600	-	0.331
3_5_place_dp	4.60	7869	89400	32.3	0.340
3_3_place_gp	4.71	7869	89400	32.3	0.341
[kinds of logic after synthesis]
family	Yosys count	synth area share, %
xor gates and xnor gates	69	0.723
AOI/OAI and AO/OA	466	3.93
muxes	647	13.5
buffers and inverters	273	1.53
other	2	0.00898
adders and majority gates	19	0.284
and+or+nand+nor	460	2.38
DFF	2189	77.6
Power and IR drop assume default switching activity.
