==> flow/design.v <==
module wb_memory
(
    input clk,
    input rst,
    input i_wb_we,   
    input i_wb_cyc,  
    input i_wb_stb,  
    output o_wb_ack,  
    inout [31 : 0] io_wb_data,
    input [31 : 0] i_wb_addr
);
reg read_enable;
reg ro_wb_ack;
reg[31:0] memory [0:63];
reg [31:0] rout_wb_data;
initial begin
    memory[0] = 1;
    memory[1] = 262144;
    memory[50] = 500;
end
always @(posedge clk) begin
    if(rst == 1)begin
        rout_wb_data <= 0;
        read_enable <= 0;
        ro_wb_ack <= 0;
    end else begin
        if(i_wb_stb && i_wb_cyc && (i_wb_addr < 255)) begin
            if(i_wb_we) begin    
                memory[i_wb_addr[5:0]] <= io_wb_data;
            end else begin
                rout_wb_data <= memory[i_wb_addr[5:0]];
            end
            if((i_wb_addr[31:6] < 255)) begin
                if(!i_wb_we) begin
                    read_enable <= 1;
                end
                ro_wb_ack <= 1;
            end else begin
                read_enable <= 0;
                ro_wb_ack <= 0;
            end
        end else if(ro_wb_ack) begin
            ro_wb_ack <= 0;
            read_enable <= 0;   
        end
    end 
end
assign o_wb_ack = ro_wb_ack;
assign io_wb_data = (read_enable) ? rout_wb_data : 32'hZZZZ_ZZZZ;
endmodule
==> flow/run.sh <==
#!/bin/bash
# OpenROAD 26Q1-2900-gdf79404cd8, Yosys 0.63+post, stock flow scripts
make -C /OpenROAD-flow-scripts/flow DESIGN_CONFIG=/design/flow/config.mk WORK_HOME=/design/flow/orfs finish
==> flow/config.mk <==
export PLATFORM = sky130hd
export DESIGN_NAME = wb_memory
export DESIGN_NICKNAME = wb_memory
export VERILOG_FILES = /design/flow/design.v
export SDC_FILE = /design/flow/constraint.sdc
export NUM_CORES = 4
export LEC_CHECK = 1
export CORE_UTILIZATION = 50
==> flow/constraint.sdc <==
current_design wb_memory

set clk_period 45.5
set clk_io_pct 0.2

create_clock -name clk0 -period $clk_period [get_ports {clk}]

set non_clock_inputs [all_inputs -no_clocks]
set_input_delay [expr $clk_period * $clk_io_pct] -clock clk0 $non_clock_inputs
set_output_delay [expr $clk_period * $clk_io_pct] -clock clk0 [all_outputs]
==> flow_metrics.env <==
# yosys + openroad results
export IMPL_place_gp_congestion=0.905
export IMPL_clock_sinks=2081
export IMPL_hpwlAfterDp_microns=133000
export IMPL_postCtsSetupRepairBufs=0
export IMPL_clk_path_buf_depth=3
export IMPL_yosys_area_sq_um=79600
export IMPL_flow_stopped_at="clock tree synthesis"
export IMPL_ff_type="edfxtp_1"
export IMPL_status="stopped before the end"
export IMPL_error_line="[error] [KeplerFormal.cpp:679] Workflow failed: Iso has multiple drivers: .io_wb_data0, io_wb_data[0]$_SDFFE_PP0P_.Q0"
export IMPL_synthArstFlopShare_pct=0
export IMPL_fp_utilization_pct=50.3
export IMPL_hold_buffers=0
export IMPL_yosysWarnings=2
export IMPL_htree_levels=4
export IMPL_synth_cell_types=69
export IMPL_synth_avg_cell_area_sq_um=19.8
export IMPL_synth_area_sq_um=79600
export IMPL_edf_count=2048
export IMPL_row_count=146
export IMPL_cts_buffers=207
export IMPL_die_h_microns=401
export IMPL_boundaryPins=70
export IMPL_yosys_cells=4019
export IMPL_place_inst=6050
export IMPL_ys_flops=2081
export IMPL_ys_seq_share_pct=78.1
export IMPL_syn_instance_count=4019
export IMPL_root_buffer="clkbuf_16"
export IMPL_io_buffers=37
export IMPL_fp_dieW_microns=401
export IMPL_cts_resized_gates=0
synth_stat cells (49+ instances only):
library cell  count  area, sq um
o21ai_0          56          280
o22ai_1         113          707
a221oi_1        140         1230
a21oi_1          81          405
edfxtp_1       2048        61500
a22oi_1          97          728
buf_2            87          435
nand2_1          96          360
clkbuf_1         86          323
mux4_2          254         5720
mux2i_1         245         2450
nor2_1          157          589
buf_4            49          368
metrics by stage:
step | setup WS (ns) | instance area (sq um)
after floorplan | 33.21 | 79600
after global placement | 31.37 | 83200
after detailed placement | 31.35 | 83200
cells by family after synthesis:
kind of cell           synth area share (%)
multiplexers                           11.0
AND-OR/OR-AND                          6.90
AND/OR/NAND/NOR                        2.22
flip-flops                             78.1
buffers and inverters                  1.86
